==> /design/flow/design.v <==
`timescale 1ns / 1ps
module alu_311(	
	output reg [7:0]Out_311,
	input [3:0]In1_311,In2_311,Sel_311 );
			always@(Sel_311,In1_311,In2_311)
				begin 
					if(Sel_311==0)
						Out_311=In1_311+In2_311;
					else if(Sel_311==1)
						Out_311=In1_311-In2_311;
					else if(Sel_311==2)
						Out_311=In1_311*In2_311;
					else if(Sel_311==3)
						Out_311=In1_311/In2_311;
					else if(Sel_311==4)
						Out_311=In1_311%In2_311;
					else if(Sel_311==5)
						Out_311=In1_311*In2_311;
					else if(Sel_311==6)
						Out_311=!In1_311;
					else if(Sel_311==7)
						Out_311=In1_311&&In2_311;
					else if(Sel_311==8)
						Out_311=In1_311||In2_311;
					else if(Sel_311==9)
						Out_311=In1_311|In2_311;
					else if(Sel_311==10)
						Out_311=In1_311&In2_311;
					else if(Sel_311==11)
						Out_311=In1_311^In2_311;
					else if(Sel_311==12)
						Out_311=In1_311<<In2_311;
					else if(Sel_311==13)
						Out_311=In1_311>>In2_311;
					else if(Sel_311==14)
						Out_311=In1_311<<<In2_311;
					else
					Out_311=In1_311>>>In2_311;
				end 
endmodule
==> /design/flow/run.sh <==
#!/bin/bash
# OpenROAD 26Q1-2900-gdf79404cd8, Yosys 0.63+post, stock flow scripts
make -C /OpenROAD-flow-scripts/flow DESIGN_CONFIG=/design/flow/config.mk WORK_HOME=/design/flow/orfs finish
==> /design/flow/config.mk <==
export PLATFORM = sky130hd
export DESIGN_NAME = alu_311
export DESIGN_NICKNAME = alu_311
export VERILOG_FILES = /design/flow/design.v
export SDC_FILE = /design/flow/constraint.sdc
export NUM_CORES = 4
export LEC_CHECK = 1
export CORE_UTILIZATION = 30
export SYNTH_HDL_FRONTEND = slang
==> /design/flow/constraint.sdc <==
current_design alu_311

set clk_period 10.1
set clk_io_pct 0.2

create_clock -name clk0 -period $clk_period

set non_clock_inputs [all_inputs -no_clocks]
set_input_delay [expr $clk_period * $clk_io_pct] -clock clk0 $non_clock_inputs
set_output_delay [expr $clk_period * $clk_io_pct] -clock clk0 [all_outputs]
==> impl_metrics.toml <==
# synthesis and place-and-route metrics
[global_route]
grt_max_degree = 34
grt_usage = 0.233
grt_pass1_wl_mm = 21.8
grt_pass1_vias = 4455
antenna_found_initial = 0
grt-ovfl-total = 0

[place]
dp_hpwl_mm = 9.62
portBuffers = 20
place_ws_ns = -4.24
place_congestion = 0.951
numPlacedInstances = 769

[power]
p_seq_frac = 0
power_density_nw_per_um2 = 117
internal-power_mw = 0.376
combPwrFrac = 1.000
p_switching_mw = 0.300
switching_share = 0.444
ir_worst_vdd_mv = 0.0894
p_leak_nw = 2.70
p_clk_frac = 0

[worst_setup_path]
worstPathRequired_ns = 8.08
path_buffers = 8
crit_fanout = 6
cp_common_cell = "buf_6"
startpoint_type = "input port"
startpoint = "In2_311[0]"
crit_cells = 52
critical-path-slowest-cell = "or4_4"
end_kind = "primary output"
cpPeakStageDelay_ns = 0.52
cpLargestDelayFamily = "simple AND/OR/NAND/NOR gates"
worstSetupPathType = "input port to primary output"
cp_data_arrival_time_ns = 11.59

[timing]
fin_setup_tns_ns = -27.79
max_freq_mhz = 73.5
finalSetupViolCount = 8
setup_ws_ns = -3.51
rsz0062_at_grt = "true"
post-route-period-util = 1.35
timing.final.hold_violations = 0
relSlewSlack = 0.499
slew_violations = 0
period_needed_ns = 13.61
worst_pin_slew_ns = 0.748

[detailed_routing]
route.vias.total = 4633
drt_iter0_markers = 206
drc_errors = 0
routed_via_density = 5.44
firstDrtPassIters = 7
wl_per_cell_um = 16.0
antenna_left = 0
wirelength_mm = 13.7
num_antenna_cells = 0

[yosys]
synth_cell_types = 75
yosysChipArea_um2 = 3480
synth_warnings = 0
ys_seq_frac = 0
synth_area_um2 = 3480
top_area_frac = 0.191
ys_top_cells_by_count = "nor2_1, ha_1, nand2_1"
ys_cells = 497
synth.area.top_cells = "ha_1, nor2_1, o21ai_0"
yosysTopAreaCell = "ha_1"
synth_area_per_cell_um2 = 7.00
syn-instance-count = 497
synth.most_common_cell = "nor2_1"

[cells_and_area]
area_growth_syn_to_layout_pct = 66.2
layout-drive-gt1-share = 0.439
seq_area_um2 = 0
clock_buffers = 0
flop-count = 0
layoutNonFillerInstCount = 851

[die]
core_area_um2 = 11100
chip_area_um2 = 12000
fp-utilization = 0.314
row_count = 38
ioPinCount = 20
die_w_um = 110
die_y_um = 110

[flow_run]
max_cap_violations = 0
tool_warnings = 47

[worst_hold_path]
hp-start = "In2_311[2]"
whs_path_depth = 7
holdPathEnd = "Out_311[7]"
hold_class = "input port to primary output"

[status]
status = "finished, violations left"
violations = "negative setup slack"
==> worst max path at each step <==
| stage | endpoint | slack, ns |
|---|---|---|
| 4_1_cts | Out_311[1] | -3.37 |
| 5_1_grt | Out_311[2] | -4.06 |
| 6_report | Out_311[2] | -3.51 |
==> repair_timing <==
| item | in CTS | in global routing |
|---|---|---|
| hold buffers | 0 | 0 |
| hold endpoints to repair | 0 | 0 |
| pin swaps | 55 | 44 |
| buffers inserted | 72 | 12 |
| gates resized | 79 | 22 |
| setup endpoints to repair | 8 | 8 |
==> metal layers <==
layer | vias up | global-route usage | routed length, um
li1 | 2308 | - | -
met1 | 2159 | 0.324 | 6270
met2 | 137 | 0.382 | 6390
met3 | 29 | 0.0266 | 587
met4 | 0 | 0.0667 | 403
met5 | - | 0 | 0
==> stage by stage <==
stage               utilization  instance area, um2  power (mW)  hold WS [ns]
floorplan                     -                3690       0.305          4.21
global placement          0.446                4940       0.497          5.31
detailed placement        0.446                4940       0.498          5.33
CTS                       0.506                5600       0.631          4.84
global route              0.522                5780       0.732          4.91
finish                    0.522                5780       0.675          4.85
==> layout by cell type, fill, tap and decap left out, types with 5 or more instances in the layout <==
cell,n
o21ai_2,5
ha_4,7
a21oi_1,30
ha_1,44
clkdlybuf4s50_1,8
a22oi_1,5
a21o_1,11
xnor2_1,14
o21ai_1,7
nor4_1,6
buf_4,203
nor2_1,54
o211ai_1,10
nor3_1,13
o31ai_1,6
nor2b_1,5
o22ai_1,8
nand2b_1,7
buf_6,10
o21a_1,10
o21ai_0,29
nor3_2,5
inv_1,19
nand3_1,11
mux2i_1,9
a31oi_1,7
nand2_1,31
buf_2,9
nand2_2,6
fa_1,6
==> cells by family (layout without fill, tap and decap cells) <==
group	after synthesis	after routing	synth area share
other	1	4	0.00108
AND-OR/OR-AND	170	170	0.330
buffers and inverters	41	252	0.0478
adder cells (fa/ha/maj)	60	60	0.231
multiplexers	19	19	0.0640
AND/OR/NAND/NOR	188	188	0.281
XOR/XNOR	18	18	0.0453
==> area by class of cell <==
| cell class | instances | area [um2] |
|---|---|---|
| inverter | 21 | 78.8 |
| multi-input combinational | 459 | 3760 |
| tap | 140 | 175 |
| fill | 951 | 5300 |
| timing repair buffer | 231 | 1770 |
==> power by group through the flow <==
| stage | clock network, mW | logic (mW) | registers [mW] |
|---|---|---|---|
| global route | 0 | 0.732 | 0 |
| finish | 0 | 0.675 | 0 |
| CTS | 0 | 0.631 | 0 |
==> worst min-delay path: cells and delay by family <==
kind                   cells  cell delay, ns
AOI/OAI and AO/OA          3            0.33
buffers and inverters      3            0.37
and+or+nand+nor            1            0.11
Power is estimated from default activity; no workload was simulated.
