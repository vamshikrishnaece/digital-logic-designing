`/design/flow/design.v`:
```
`timescale 1ns / 1ps
module moore_311 (out_311,in_311, clk_311,rst_311);
  output reg out_311;
  input in_311, clk_311,  rst_311;
  reg [2:0] state_311;  
  parameter s0_311=0,s1_311=1,s2_311=2,s3_311=3,s4_311=4;
	always@(negedge clk_311 or posedge rst_311)
				if(rst_311)
					state_311<=s0_311;
				else
					case(state_311)
							s0_311: if(in_311) state_311 <=s1_311;
								 else state_311 <= s0_311;
							s1_311: if(in_311) state_311 <=s1_311;
								 else state_311 <= s2_311;
							s2_311: if(in_311) state_311 <=s3_311;
								 else state_311 <= s0_311;
							s3_311: if(in_311) state_311 <=s4_311;
								 else state_311 <= s1_311;
							s4_311: if(in_311) state_311 <=s1_311;
							    else state_311 <=s2_311;
					endcase
	always@(state_311)
					case(state_311)
							s0_311: out_311 <=0;
							s1_311: out_311 <=0;
							s2_311: out_311 <=0;
							s3_311: out_311 <=0;
							s4_311: out_311 <=1;
					endcase
endmodule
```
`/design/flow/config.mk`:
```
export PLATFORM = sky130hd
export DESIGN_NAME = moore_311
export DESIGN_NICKNAME = moore_311
export VERILOG_FILES = /design/flow/design.v
export SDC_FILE = /design/flow/constraint.sdc
export NUM_CORES = 4
export LEC_CHECK = 1
export CORE_AREA = 10 10 70 70
export DIE_AREA = 0 0 80 80
export SYNTH_HDL_FRONTEND = slang
```
`/design/flow/run.sh`:
```
#!/bin/bash
# OpenROAD 26Q1-2900-gdf79404cd8, Yosys 0.63+post, stock flow scripts
make -C /OpenROAD-flow-scripts/flow DESIGN_CONFIG=/design/flow/config.mk WORK_HOME=/design/flow/orfs finish
```
`/design/flow/constraint.sdc`:
```
current_design moore_311

set clk_period 1.5
set clk_io_pct 0.2

create_clock -name clk0 -period $clk_period [get_ports {clk_311}]

set non_clock_inputs [all_inputs -no_clocks]
set_input_delay [expr $clk_period * $clk_io_pct] -clock clk0 $non_clock_inputs
set_output_delay [expr $clk_period * $clk_io_pct] -clock clk0 [all_outputs]
```
==> results.json <==
{
  "outcome": "finished, final reports clean",
  "maxSlewViolCount": 0,
  "first_pass_iters": 3,
  "vias": 148,
  "synth_top_area_share_pct": 50.0,
  "synth_chip_area_um2": 200,
  "cp_max_fo": 6,
  "p_total_mw": 0.347,
  "r2r_setup_slack_ns": 0.70,
  "lay_top_count": "nor2_1",
  "cp_num_buf_inv": 1,
  "top_area_cell": "dfrtn_1",
  "area_leaders": "dfrtn_1, dfstp_2, nor2_1",
  "yosys_warnings": 0,
  "grt_overflow": 0,
  "worstReg2RegStart": "state_311[1]",
  "clk_pin_slew_worst_paths_ns": 0.04,
  "stdcell_count": 72,
  "numCtsBuffers": 3,
  "place_congestion": 0.643,
  "syn_avg_cell_area_um2": 11.1,
  "route.detailed.drc": 0,
  "fin_area_um2": 320,
  "r2r_end": "state_311[3]",
  "critPathKind": "primary input to flip-flop",
  "cp.required_ns": 0.85,
  "routed_wl_um": 407,
  "crit_path_max_incr_delay_ns": 0.29,
  "ant_nets": 0,
  "power.share.switching_pct": 24.0,
  "pwr_density_cell_nw_per_um2": 1080,
  "clock-skew-final_ns": 0.0468,
  "netSwitchingPower_mw": 0.0835,
  "cp_slowest_cell": "dlygate4sd2_1",
  "viasPerCell": 2.06,
  "r2r_cells": 2,
  "arrival_ns": 0.79,
  "hold_path_depth": 1,
  "path_cells": "dlygate4sd2_1 -> and2_2",
  "grt_pass1_vias": 190,
  "holdPathEnd": "state_311[4]",
  "drive_gt1_share_pct": 26.9,
  "yosysUniqueCellTypes": 9,
  "untimed_endpoints": 2,
  "seq_power_share_pct": 45.2,
  "synthCells": 18,
  "ys_ff": 6,
  "unclocked_regs": 1,
  "wl_per_cell_um": 5.65,
  "cts_tree": "done",
  "clk_latency_ns": 0.30,
  "ioPinCount": 4,
  "grt_max_degree": 7,
  "cts_root_buffer": "clkbuf_4",
  "combPwrFrac_pct": 8.5,
  "layout_top_cells": "nor2_1, dfrtn_1, inv_1, clkbuf_4",
  "worst_pin_slew_ns": 0.184,
  "hold_viol_final": 0,
  "holdBufCountCts": 0,
  "setup_viol": 0,
  "dp_cells": 68,
  "drv_cap": 0,
  "grt_pass1_wl_um": 834,
  "hold_class": "flip-flop to flip-flop",
  "maxSlewHeadroom_pct": 87.7,
  "fp_util_pct": 5.86,
  "clockBufferDepth": 2,
  "p_int_mw": 0.264,
  "syn2layout_area_growth_pct": 60.0,
  "dieWidth_um": 80,
  "synth_area_um2": 200,
  "cts-htree-levels": 1,
  "grt_use_total_pct": 1.70,
  "crit_family": "buffers and inverters",
  "rsz0062_at_grt": "false",
  "warnings": 26,
  "dpl-instance-area_um2": 295,
  "io_buffers": 3,
  "antenna_cells_inserted": 0,
  "antenna_found_initial": 0,
  "row_count": 21,
  "power_leakage_nw": 0.139,
  "chipArea_um2": 6400,
  "ir_drop_mv": 0.604,
  "initialDrtViolationCount": 5,
  "die_height_um": 80,
  "clkPwrFrac_pct": 46.2,
  "yosys-stat-cells": 18,
  "fill_cells": 411,
  "coreArea_um2": 3420,
  "end_kind": "flip-flop",
  "startpoint_type": "primary input",
  "worstHoldStart": "state_311[2]"
}
==> sequential cells by signal, indices dropped and copies added (netlist names) <==
signal	count
state_311	5
out_311	1
==> power by group through the flow <==
| stage | Combinational, mW | Sequential (mW) | Clock (mW) |
|---|---|---|---|
| after CTS | 0.0303 | 0.157 | 0.167 |
| after global routing | 0.0343 | 0.159 | 0.191 |
| final | 0.0297 | 0.157 | 0.161 |
==> cell type report <==
type                    count  area (um2)  area share [%]
flip-flops and latches      6         141            44.1
well taps                  46        57.6            18.0
multi-input cells          10        51.3            16.0
repair buffers              4        36.3            11.3
clock buffers               3        22.5            7.03
clock inverters             2        7.51            2.34
inverters                   1        3.75            1.17
==> synth_stat cells <==
library cell / n
inv_1: 2
nor3_1: 1
nand3b_1: 1
a21oi_1: 1
dfstp_2: 1
dlxtp_1: 1
dfrtn_1: 4
and2_2: 2
nor2_1: 5
==> what timing repair did <==
item                       CTS  global route
buffers inserted             0             0
gates resized                1             0
setup endpoints to repair    4             0
==> through the flow <==
stage                     hold WS (ns)  TNS, ns  util [%]  setup slack (ns)
after detailed placement         0.456    -1.84      8.64            -0.430
after global routing             0.484        0      9.38            0.0636
after CTS                        0.459        0      9.38            0.0652
after floorplan                  0.433        0         -             0.131
after global placement           0.450    -1.69      8.64            -0.402
final                            0.458        0      9.38            0.0596
==> how the worst max path moves through the flow <==
stage | startpoint | endpoint | slack [ns] | cells after the start
5_1_grt | in_311 | state_311[1] | 0.06 | 2
6_report | in_311 | state_311[1] | 0.06 | 2
4_1_cts | in_311 | state_311[1] | 0.07 | 2
==> routing by layer <==
layer | global-route usage, % | share of wire [%] | vias up
met1 | 2.21 | 57 | 69
li1 | - | - | 72
met2 | 2.01 | 30 | 7
met5 | 0 | 0 | -
met4 | 0.176 | 0 | 0
met3 | 1.59 | 12 | 0
==> cells by family (layout without fill, tap and decap cells) <==
kind of cell	count (synthesis)	after routing	synth area share (%)
AND-OR/OR-AND	1	1	2.50
buffers and inverters	2	10	3.75
flip-flops	5	5	63.1
latches	1	1	7.50
AND/OR/NAND/NOR	9	9	23.1
Power figures rest on the tool's default switching activity, not on a simulated workload.
