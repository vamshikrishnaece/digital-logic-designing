**flow/run.sh**
```bash
#!/bin/bash
# OpenROAD 26Q1-2900-gdf79404cd8, Yosys 0.63+post, stock flow scripts
make -C /OpenROAD-flow-scripts/flow DESIGN_CONFIG=/design/flow/config.mk WORK_HOME=/design/flow/orfs finish
```
**flow/config.mk**
```make
export PLATFORM = sky130hd
export DESIGN_NAME = up_down_311
export DESIGN_NICKNAME = up_down_311
export VERILOG_FILES = /design/flow/design.v
export SDC_FILE = /design/flow/constraint.sdc
export NUM_CORES = 4
export LEC_CHECK = 1
export CORE_AREA = 10 10 70 70
export DIE_AREA = 0 0 80 80
export SYNTH_HDL_FRONTEND = slang
```
**flow/constraint.sdc**
```tcl
current_design up_down_311

set clk_period 1.6
set clk_io_pct 0.2

create_clock -name clk0 -period $clk_period [get_ports {clk_311}]

set non_clock_inputs [all_inputs -no_clocks]
set_input_delay [expr $clk_period * $clk_io_pct] -clock clk0 $non_clock_inputs
set_output_delay [expr $clk_period * $clk_io_pct] -clock clk0 [all_outputs]
```
**flow/design.v**
```verilog
`timescale 1ns / 1ps
module up_down_311(
    output reg [3:0] count_311,
    input ud_311,
    input clk_311,
    input reset_311
    );
		always@(negedge clk_311)
			begin
				if(ud_311==1)
					begin
						if(reset_311==1)
						count_311=0;
						else
						count_311=count_311+1;
					end
				else
					begin
						if(reset_311==1)
						count_311=255;
						else
						count_311=count_311-1;
					end
			end	
endmodule
```
==> impl_metrics.env <==
# yosys + openroad results
export IMPL_worst_pin_slew_ns=0.237
export IMPL_core_um2=3420
export IMPL_mux_share_pct=4.44
export IMPL_ys_top_logic_family="AND-OR/OR-AND gates"
export IMPL_wl_per_cell_um=7.31
export IMPL_critPathRequiredTime_ns=1.28
export IMPL_power_leakage_uw=0.000182
export IMPL_antenna_cells=0
export IMPL_largest_register_ff_count=4
export IMPL_viasPerCell=2.93
export IMPL_grt_pass1_wl_um=1170
export IMPL_clk_latency_ns=0.29
export IMPL_grt_use_total_pct=2.27
export IMPL_hp_class="reg2reg"
export IMPL_total_power_uw=446
export IMPL_gp_congestion=0.747
export IMPL_maxSlewViolCount=0
export IMPL_grt_max_degree=9
export IMPL_pwr_share_clk_pct=37.2
export IMPL_drt_initial_drc_count=4
export IMPL_drc=0
export IMPL_crit_arrival_ns=1.50
export IMPL_relSlewSlack_pct=84.1
export IMPL_cts_sinks=4
export IMPL_pwr_share_comb_pct=33.0
export IMPL_final_area_um2=403
export IMPL_ys_cells=25
export IMPL_ys_warn_count=0
export IMPL_path_delay_family="flip-flops"
export IMPL_pwr_share_seq_pct=29.8
export IMPL_ir_worst_vdd_uv=410
export IMPL_die_area_um2=6400
export IMPL_failed_checks="setup timing"
export IMPL_synth_top_area_share_pct=35.6
export IMPL_cp_end_kind="output port"
export IMPL_num_rows=21
export IMPL_antenna_found_initial=0
export IMPL_synth_area_um2=225
export IMPL_drive_gt1_share_pct=40.5
export IMPL_swShare_pct=31.9
export IMPL_synth_cellmix_xorXnorShare_pct=7.78
export IMPL_cts_hold_buffers=0
export IMPL_wl_met1_um=256
export IMPL_clock_path_buffers=2
export IMPL_rsz0062_at_grt="yes"
export IMPL_seq_area_um2=85.1
export IMPL_die_y_um=80
export IMPL_top_area_cell="dfxtp_1"
export IMPL_synth_simple_area_share_pct=14.4
export IMPL_aoi_share_pct=21.7
export IMPL_setup_slack_ns=-0.223
export IMPL_finalClockSkew_ns=0.00232
export IMPL_critPathSlowestCell="dfxtp_2"
export IMPL_ys_seq_elements=4
export IMPL_dp_cells=82
export IMPL_ys_seq_share_pct=35.6
export IMPL_wirelength_um=643
export IMPL_fill_cells=414
export IMPL_postPlaceCellArea_um2=380
export IMPL_warning_count=33
export IMPL_fa_ha_area_share_pct=11.1
export IMPL_setup_viol=4
export IMPL_wl_met3_um=96
export IMPL_ant_nets=0
export IMPL_power_density_nw_per_um2=1110
export IMPL_critPathMaxStageDelay_ns=0.31
export IMPL_syn_inst=25
export IMPL_switching_power_uw=142
export IMPL_cts_post_setup_buffers_inserted=0
export IMPL_io_pins=7
export IMPL_crit_buf_inv=1
export IMPL_ys_types=16
export IMPL_p_int_uw=304
export IMPL_grt_pass1_vias=285
export IMPL_combGateArea_um2=134
export IMPL_cts_made_buffers=3
export IMPL_htree_levels=1
export IMPL_cts_tree="done"
export IMPL_topCellsByArea="dfxtp_1 (36%), ha_1 (11%), a21oi_1 (6.7%)"
export IMPL_gr_total_overflow=0
export IMPL_cts_root_buf="clkbuf_4"
export IMPL_critPathLaunchType="flip-flop"
export IMPL_cap_violations=0
export IMPL_dr_pass1_iters=4
export IMPL_die_width_um=80
export IMPL_hold_viol=0
export IMPL_port_buffers=6
export IMPL_outcome="finished, violations left"
export IMPL_path_cells="buf_2"
export IMPL_crit_fanout=2
export IMPL_route_met2_wl_um=278
export IMPL_clkTransAtPathRegs_ns=0.03
export IMPL_stdcell_count=88
export IMPL_place_hpwl_um=435
export IMPL_syn_area_per_cell_um2=9.01
export IMPL_routed_via_count=258
export IMPL_syn_to_final_growth_pct=78.9
export IMPL_ys_chip_area_um2=225
export IMPL_crit_type="reg2out"
export IMPL_highest_layer="met4"
export IMPL_core_util_floorplan_pct=6.59
==> worst paths after layout <==
path,startpoint,end,slack (ns),depth (start not counted)
hold reg to reg,count_311[0]$_DFF_N_,count_311[0]$_DFF_N_,0.56,2
setup / recovery,count_311[2]$_DFF_N_,count_311[2],-0.22,1
hold / removal,count_311[0]$_DFF_N_,count_311[0]$_DFF_N_,0.56,2
setup reg to reg,count_311[0]$_DFF_N_,count_311[1]$_DFF_N_,0.43,5
==> worst reg2reg max path, delay by kind of cell (launching register included) <==
kind / cells / cell delay, ns
simple gates: 1 / 0.14
flops: 1 / 0.31
buf+inv: 2 / 0.20
fa+ha+maj: 1 / 0.28
xor+xnor: 1 / 0.12
==> per-stage QoR <==
step | setup slack [ns] | setup TNS (ns) | utilization (%) | hold slack [ns]
3_3_place_gp | -0.652 | -3.24 | 11.1 | 0.585
3_5_place_dp | -0.687 | -3.28 | 11.1 | 0.588
6_report | -0.223 | -0.889 | 11.8 | 0.564
4_1_cts | -0.239 | -0.948 | 11.7 | 0.569
2_1_floorplan | -0.118 | -0.118 | - | 0.497
5_1_grt | -0.266 | -1.11 | 11.8 | 0.601
==> repair_timing <==
| item | in CTS | in global routing |
|---|---|---|
| pin swaps | 1 | 0 |
| endpoints found under the setup margin | 8 | 5 |
| gates resized | 22 | 1 |
| hold endpoints to repair | 0 | 0 |
==> power by group through the flow <==
stage	combinational, uW	sequential [uW]	clock, uW
4_1_cts	148	133	176
5_1_grt	167	135	197
6_report	147	133	166
==> metal layers <==
layer,track usage (%),up-vias
li1,-,129
met5,0,-
met1,2.32,111
met3,2.27,2
met2,2.73,16
met4,1.58,0
==> synthesized netlist by cell type (all sizes together) <==
cell type  number
and4b           1
xor2            1
o21ai           1
a211oi          1
ha              2
a31oi           1
a2bb2oi         1
xnor2           1
dfxtp           4
inv             3
a21oi           3
o22ai           1
nor3            2
mux2i           1
nor4            1
nor2b           1
==> cells in the final DEF, fill, tap and decap left out <==
cell type	netlist	layout
nor2b_1	1	1
buf_8	0	1
a2bb2oi_1	1	1
inv_1	3	6
a211oi_1	1	1
xor2_1	1	1
o22ai_1	1	1
nor4_1	1	1
o21ai_0	1	1
a21oi_1	3	3
ha_1	2	2
dlygate4sd2_1	0	1
and4b_1	1	1
buf_2	0	4
xnor2_1	1	1
dfxtp_2	0	4
nor3_1	2	2
mux2i_1	1	1
a31oi_1	1	1
clkbuf_4	0	3
buf_4	0	5
==> cells by family after synthesis <==
group / count (synthesis)
mux: 1
buf+inv: 3
flops: 4
simple gates: 5
xor+xnor: 2
compound gates: 8
fa+ha+maj: 2
==> area by class of cell <==
type                            count  share of cell area (%)
Multi-Input combinational cell     18                    33.2
Sequential cell                     4                    21.1
Timing Repair Buffer               11                    20.2
Tap cell                           46                    14.3
Clock buffer                        3                    5.59
Clock inverter                      4                    3.73
Inverter                            2                    1.86
No activity file was given, so power comes from the tool's default toggle rates.
